==> flow/run.sh <==
#!/bin/bash
# OpenROAD 26Q1-2900-gdf79404cd8, Yosys 0.63+post, stock flow scripts
make -C /OpenROAD-flow-scripts/flow DESIGN_CONFIG=/design/flow/config.mk WORK_HOME=/design/flow/orfs finish
==> flow/config.mk <==
export PLATFORM = sky130hd
export DESIGN_NAME = VS_UART
export DESIGN_NICKNAME = VS_UART
export VERILOG_FILES = /design/flow/design.v
export SDC_FILE = /design/flow/constraint.sdc
export NUM_CORES = 4
export LEC_CHECK = 1
export CORE_UTILIZATION = 40
==> flow/constraint.sdc <==
current_design VS_UART

set clk_period 4.7
set clk_io_pct 0.2

create_clock -name clk0 -period $clk_period [get_ports {CLK}]

set non_clock_inputs [all_inputs -no_clocks]
set_input_delay [expr $clk_period * $clk_io_pct] -clock clk0 $non_clock_inputs
set_output_delay [expr $clk_period * $clk_io_pct] -clock clk0 [all_outputs]
==> flow/design.v <==
`timescale 1ns / 1ps
module VS_DTR(
    input CLK,
    input D,
    input RST,
    output reg Q
    );
always@(posedge CLK, posedge RST)
    if (RST)
        Q<=1'b1;
    else
        Q<= D;
endmodule
`timescale 1ns / 1ps
module VS_FREQ_DIV #(
    parameter div=100000
)(
    input CLK,
    input RST,
    output reg CE_1KHz
);
reg [$clog2(div)-1:0] CNT;
always@(posedge CLK, posedge RST)
    if (RST) begin
        CNT <= 0;
        CE_1KHz <= 1'b0;
    end
    else if (CNT == div - 1) begin
        CNT <= 0;
        CE_1KHz <= 1'b1;
    end
    else begin
        CNT <= CNT + 1'b1;
        CE_1KHz <= 1'b0;
    end
endmodule
`timescale 1ns / 1ps
module VS_RG(
    input CLK,
    input D,
    input RST,
    output Q
    );
wire QD1;    
wire QD2; 
VS_DTR DTR_0(
    .CLK(CLK),
    .D(D),
    .RST(RST),
    .Q(QD1)
);
VS_DTR DTR_1(
    .CLK(CLK),
    .D(QD1),
    .RST(RST),
    .Q(QD2)
);
VS_DTR DTR_2(
    .CLK(CLK),
    .D(QD2),
    .RST(RST),
    .Q(Q)
);
endmodule
`timescale 1ns / 1ps
module VS_RX_C(
    input CLK,
    input RST,
    input UART_CE,
    input RXCT_R,
    output RX_CE
    );
reg [3:0] RX_SAMP_CT;
always@(posedge CLK, posedge RST)
    if (RST) RX_SAMP_CT <= 0;
    else if (RXCT_R) RX_SAMP_CT <= 0;
    else if (UART_CE) RX_SAMP_CT <= RX_SAMP_CT + 1'b1;
assign RX_CE = UART_CE & (RX_SAMP_CT == 4'h7);
endmodule
`timescale 1ns / 1ps
module VS_RX_FSM(
    input RXD_RG,
    input CLK,
    input RST,
    output reg RX_DATA_EN,
    output reg [9:0] RX_DATA_T,
    output reg RXCT_R,
    input RX_CE
);
reg [2:0] RX_STATE;
reg [2:0] RX_DATA_CT;
localparam
    IDLE = 3'd0,
    RSTRB = 3'd1,
    RDT = 3'd2,
    RPARB = 3'd3,
    RSTB1 = 3'd4,
    RSTB2 = 3'd5,
    WEND = 3'd6;
always@(posedge CLK, posedge RST)
    if (RST) begin
        RX_DATA_EN <= 1'b0;
        RX_DATA_T <= 10'h000;
        RX_DATA_CT <= {3{1'b0}};
        RXCT_R <= 1'b1;
        RX_STATE <= IDLE;
    end
    else case (RX_STATE)
        IDLE: begin
            if (~RXD_RG) begin
                RX_DATA_EN <= 1'b0;
                RX_DATA_T[9] <= 1'b0;
                RXCT_R <= 1'b0;
                RX_STATE <= RSTRB;
            end
            else RX_DATA_EN <= 1'b0;
        end
        RSTRB: begin
            if (RX_CE) begin
                if(RXD_RG) begin
                    RXCT_R <= 1'b1;
                    RX_STATE <= IDLE;
                end
                else RX_STATE <= RDT;
            end
        end
        RDT: begin
            if (RX_CE) begin
                RX_DATA_T[7:0] <= {RXD_RG, RX_DATA_T[7:1]};
                RX_DATA_CT <= RX_DATA_CT + 1'b1;
                if (RX_DATA_CT == 4'h7) RX_STATE <= RPARB;
            end
        end
        RPARB: begin
            if (RX_CE) begin
                RX_DATA_T[8] <= RXD_RG ^ (^RX_DATA_T[7:0]);
                RX_STATE <= RSTB1;
            end
        end
        RSTB1: begin
            if (RX_CE) begin
                RX_DATA_T[9] <= ~RXD_RG;
                RX_STATE <= RSTB2;
            end
        end
        RSTB2: begin
             if (RX_CE) begin
                if (RXD_RG) begin
                    RX_DATA_EN <= 1'b1;
                    RXCT_R <= 1'b1;
                    RX_STATE <= IDLE;
                end
                else begin
                    RX_DATA_T[9] = 1'b1;
                    RX_STATE <= WEND;
                end
            end
        end
        WEND: begin
            if (RXD_RG) begin
                RX_DATA_EN <= 1'b1;
                RXCT_R <= 1'b1;
                RX_STATE <= IDLE;
            end
        end
        default: RX_STATE <= IDLE;
    endcase
endmodule
`timescale 1ns / 1ps
module VS_SYNC(
    input CLK,
    input RXD,
    input RST,
    output RXD_RG
    );
VS_RG RG(
    .CLK(CLK),
    .D(RXD),
    .RST(RST),
    .Q(RXD_RG)
);
endmodule
`timescale 1ns / 1ps
module VS_TX_C(
    input CLK,
    input RST,
    input UART_CE,
    input TXCT_R,
    output TX_CE
);
reg [3:0] TX_SAMP_CT;
always@(posedge CLK, posedge RST)
    if (RST) TX_SAMP_CT <= 0;
    else if (TXCT_R) TX_SAMP_CT <= 0;
    else if (UART_CE) TX_SAMP_CT <= TX_SAMP_CT + 1'b1;
assign TX_CE = UART_CE & (TX_SAMP_CT == 4'hf);
endmodule
`timescale 1ns / 1ps
module VS_TX_FSM(
    input CLK,
    input RST,
    input UART_CE,
    input TX_CE,
    output reg TXCT_R,
    input TX_RDY_T,
    input [7:0] TX_DATA_R,
    output reg TX_RDY_R,
    output reg TXD
);
reg [2:0] TX_STATE;
reg [7:0] TX_DATA;
reg TX_PAR_BIT_RG;
reg [2:0] TX_DATA_CT;
localparam 
    IDLE = 3'd0,
    WCE = 3'd1,
    TSTRB = 3'd2,
    TDT = 3'd3,
    TPARB = 3'd4,
    TSTB1 = 3'd5,
    TSTB2 = 3'd6;
always@(posedge CLK, posedge RST)
    if (RST) begin
        TX_DATA <= 8'h00;
        TX_PAR_BIT_RG <= 1'b0;
        TX_RDY_R <= 1'b1;
        TX_DATA_CT <= 3'b000;
        TXD <= 1'b1;
        TXCT_R <= 1'b1;
        TX_STATE <= IDLE;
    end
    else case(TX_STATE)
        IDLE: begin
            if(TX_RDY_T) begin
                TX_DATA <= TX_DATA_R;
                TX_PAR_BIT_RG <= (^TX_DATA_R[7:0]);
                TX_RDY_R <= 1'b0;
                if(UART_CE) begin
                    TXD <= 1'b0;
                    TXCT_R <= 1'b0;
                    TX_STATE <= TSTRB;
                end
                else TX_STATE <= WCE;
            end
        end
        WCE: begin
           if(UART_CE) begin
                TXD <= 1'b0;
                TXCT_R <= 1'b0;
                TX_STATE <= TSTRB;
            end
        end
        TSTRB: begin
            if(TX_CE) begin
                TXD <= TX_DATA[0];
                TX_DATA <= {1'b0, TX_DATA[7:1]};
                TX_STATE <= TDT;
            end
        end
        TDT: begin
            if (TX_CE) begin
                TX_DATA <= {1'b0, TX_DATA[7:1]};
                TX_DATA_CT <= TX_DATA_CT + 1'b1;
                if(TX_DATA_CT == 4'h7) begin
                    TXD <= TX_PAR_BIT_RG;
                    TX_STATE <= TPARB;
                end
                else TXD <= TX_DATA[0];
            end 
        end
        TPARB: begin
            if (TX_CE) begin
                TXD <= 1'b1;
                TX_STATE <= TSTB1;
            end
        end
        TSTB1: begin
            if(TX_CE) begin
                TXD <= 1'b1;
                TX_STATE <= TSTB2;
            end
        end
        TSTB2: begin
            if(TX_CE) begin
                TX_RDY_R <= 1'b1;
                TXCT_R <= 1'b1;
                TX_STATE <= IDLE;
            end
        end
        default: TX_STATE <= IDLE;
    endcase
endmodule
`timescale 1ns / 1ps
module VS_UART(
    input CLK,
    input RST,
    input RXD,
    output TXD,
    output RX_DATA_EN,
    output [9:0]RX_DATA_T,
    input TX_RDY_T,
    input [7:0] TX_DATA_R,
    output TX_RDY_R
    );
wire RXD_RG;
wire UART_CE;
wire RXCT_R;
wire RX_CE;
wire TXCT_R;
wire TX_CE;
VS_SYNC SYNC(
    .CLK(CLK),
    .RST(RST),
    .RXD(RXD),
    .RXD_RG(RXD_RG)
);
VS_FREQ_DIV #(.div(868)) FREQ_DIV(   
    .CLK(CLK),
    .RST(RST),
    .CE_1KHz(UART_CE)
);
VS_RX_FSM RX_FSM(
    .RXD_RG(RXD_RG),
    .CLK(CLK),
    .RST(RST),
    .RX_DATA_EN(RX_DATA_EN),
    .RX_DATA_T(RX_DATA_T),
    .RXCT_R(RXCT_R),
    .RX_CE(RX_CE)
);
VS_TX_FSM TX_FSM(
    .CLK(CLK),
    .RST(RST),
    .TXD(TXD),
    .UART_CE(UART_CE),
    .TX_CE(TX_CE),
    .TXCT_R(TXCT_R),
    .TX_RDY_T(TX_RDY_T),
    .TX_DATA_R(TX_DATA_R),
    .TX_RDY_R(TX_RDY_R)
);
VS_RX_C RX_C(
    .CLK(CLK),
    .RST(RST),
    .UART_CE(UART_CE),
    .RXCT_R(RXCT_R),
    .RX_CE(RX_CE)
);
VS_TX_C TX_C(
    .CLK(CLK),
    .RST(RST),
    .UART_CE(UART_CE),
    .TX_CE(TX_CE),
    .TXCT_R(TXCT_R)
);
endmodule
==> run summary <==
Latest figures from synthesis and place and route.

The clock network latency to the later pin of the worst-skew pair is between 300 and 400 ps. Nets still carrying antenna violations after routing amount to 0. The layout report lists the multi-input gate area as approximately 1300 um2. After floorplanning, the core was divided into 31 placement rows. The count of warnings emitted by yosys is 6. For this sky-water flow run, the detailed-routed wirelength per cell is reported as 12.4 um.

On the reported timing paths, the clock transition at the registers reads 70 ps. Ranked by total cell area, the synthesized netlist is headed by sky130_fd_sc_hd__dfrtp_1 47%, sky130_fd_sc_hd__dfstp_2 7.8%, sky130_fd_sc_hd__xnor2_1 6.4%. For reference, the post-synthesis area per instance comes to 11.2 um2. In this run, synthesis produced a sequential element count of 66. For this configuration, the core starts out at a cell density of 0.415. The wire length after detailed routing is 5000 um. The area of the core region is 7290 um2. The number of antenna diodes is 0. The cell type that accounts for the most area after synthesis is sky130_fd_sc_hd__dfrtp_1. The count of boundary I/O pins is 25. The clock H-tree reported by CTS has 3 levels. The portion of synthesized cell area occupied by the leading cell type is 0.471. The count of buffer and inverter cells on the critical path is 1. The commonest register cell is sky130_fd_sc_hd__dfrtp_1. Dividing the final minimum period by the clock period gives 0.485. For this run, asynchronously set or reset flops after synthesis account for 1.00.

The number of fillers in the final layout is between 600 and 700. The flow ran to the end, and the final reports show no timing, DRC or antenna violations. For this run, the register share of the synthesized area comes to 0.550. The overall via count from detail_route is 1971.

The delay of the slowest critical-path stage is approximately 550 ps. The slew at the pin closest to its max-slew limit is 663 ps. The finished layout reports a core utilization of 0.484. Of the total power, the clock network draws 0.404.

The pre-antenna-repair detailed-routing pass consisted of 4 iterations. The largest net degree at the start of global routing is 43. In the final layout, the share of cells above drive strength 1 is 0.135. After clock tree synthesis, the repair step resized 0 gates.

The height of the die is 89.0 um. The sequential cells in the finished layout cover a total of between 1500 and 2000 um2. The largest delay contributor family on the critical path is flip-flops.

TritonCTS built the clock tree. The number of pins exceeding their max-slew limit in the final report is 0. The slew check shows that the tightest pin keeps a relative margin of 0.557. The worst setup path is launched from a flip-flop. Per the repair_timing log after CTS, setup buffers inserted total 0. Before any placement, the netlist area is recorded as about 3000 um2. The width of the die is 89.0 um. According to the Yosys statistics, the synthesized design has a chip area of roughly 3000 um2. The tree is rooted in a sky130_fd_sc_hd__clkbuf_8. The count of max-cap constraint violations is 0. The half-perimeter wire length after detailed placement is about 3300 um. In the final timing run, aggregate negative setup slack is 0 ps.

In this run, the synthesized area fraction spent on AND-OR/OR-AND gates is recorded as 0.0844. The total routing resource utilization after global routing is 0.147. The first global-routing pass estimated 8790 um of wire. Of the total power, the share spent switching nets is 0.220. The number of buffers inserted during clock tree synthesis is 9. Per the synthesis report, the XOR/XNOR share of the synthesized area is 0.0856. The weighted congestion reported at the end of routability-driven placement is approximately 0.82.

Dividing total power by cell area gives a power density of 307 nW/um2. In this run the worst path has a maximum fanout of 3. CTS saw 66 sinks. CTS reports a maximum clock tree buffer depth of 2. The per-cell via count in the routed design is 4.90. The script parses the final routing iteration and logs DRC violations as 0. In this run the tools logged warnings totalling 25. The internal cell power is 0.845 mW. The worst setup path is captured at an output port. The post-route minimum period is 2280 ps. The via count of the first global-routing pass came to 1966. The number of antenna violations at the first check in global routing is 0.

The total setup violations reported at the end of the flow is 0. After synthesis, the design contains ~270 cells according to Yosys. The count of hold buffers inserted by post-cts repair is 0. The synthesis run shows the most used standard cells to be 57 x sky130_fd_sc_hd__dfrtp_1, 36 x sky130_fd_sc_hd__nand2_1, 32 x sky130_fd_sc_hd__nor2_1. The post-synthesis cell type with the largest instance count is sky130_fd_sc_hd__dfrtp_1. The chip occupies 7920 um2. The cell with the biggest individual delay on the critical path is sky130_fd_sc_hd__dfstp_2. The power report attributes to the sequential group a share of 0.547. The critical path class is flip-flop to output port. The share of total power in combinational logic is 0.049. The count of library flops with an enable pin is 0.

Per the synthesis report, the simple-gate share of the synthesized area is 0.147. The portion of netlist area occupied by mux cells is 0.0819. The first routing iteration left around 130 violations. The report lists the cells along the critical path as clkdlybuf4s50_1. The maximum ir drop on the vdd rail is between 150 and 200 uV. The area growth from synthesis to layout is 16.7%. The share of synthesized cell area in full adder, half adder and majority cells is 0.0289. The required time at the worst endpoint is listed as around 3800 ps.

After layout, the setup clock skew is reported as 19.3 ps. The switching power summed over all nets is 0.239 mW. Setup repair after global routing left no endpoint under its margin. The number of instances in the synthesized netlist is 270.

The number of I/O port buffers is 24. The largest family of logic cells by area is simple AND/OR/NAND/NOR gates. Counting endpoints that fail hold in the final report gives 0. The highest clock frequency the design can meet is 439 MHz. The total global routing overflow is 0. Note that the worst hold path type here is flip-flop to flip-flop.

The static leakage is about 1.6 nW. The number of distinct library cells after synthesis is approximately 44. The arrival time of data at the worst endpoint is listed as 1340 ps.
[registers in the layout (all words and copies together), names as in the netlist, named ones only]
signal and flops:
RX_FSM.RX_STATE 5, SYNC.RG.DTR_2.Q 1, SYNC.RG.DTR_0.Q 1, TX_FSM.TX_DATA 8
TX_FSM.TXCT_R 1, TX_FSM.TX_STATE 5, FREQ_DIV.CNT 10, RX_FSM.RX_DATA_EN 1
RX_FSM.RXCT_R 1, TX_FSM.TX_RDY_R 1, FREQ_DIV.CE_1KHz 1, TX_FSM.TXD 1
SYNC.RG.DTR_1.Q 1, RX_C.RX_SAMP_CT 4, TX_C.TX_SAMP_CT 4, RX_FSM.RX_DATA_CT 3
TX_FSM.TX_DATA_CT 3, TX_FSM.TX_PAR_BIT_RG 1, RX_FSM.RX_DATA_T 10
[layout by cell type (no fill, tap or decap), types with 7 or more instances in the layout]
cell type                         netlist  routed
sky130_fd_sc_hd__a21oi_1               14      14
sky130_fd_sc_hd__xnor2_1               22      22
sky130_fd_sc_hd__nand2_1               36      36
sky130_fd_sc_hd__dfrtp_1               57      57
sky130_fd_sc_hd__ha_1                   7       7
sky130_fd_sc_hd__nor2_1                32      32
sky130_fd_sc_hd__mux2_2                14      14
sky130_fd_sc_hd__clkdlybuf4s50_1        0      24
sky130_fd_sc_hd__clkbuf_8               0      12
sky130_fd_sc_hd__mux2i_1                9       9
sky130_fd_sc_hd__dfstp_2                9       9
[metrics by stage]
stage / cell area (um2) / cells / hold WS (ps) / power, mW / worst slack [ps]
finish: 3530 / 402 / 356 / 1.08 / 2420
global route: 3530 / 402 / 365 / 1.14 / 2360
CTS: 3530 / 402 / 358 / 1.10 / 2400
detailed placement: 3340 / 386 / 348 / 0.658 / 2270
global placement: 3340 / 386 / 347 / 0.657 / 2290
floorplan: 3030 / 270 / 345 / 0.637 / 2120
[final cells by class]
class                           count  share of cell area
Clock buffer                       14              0.0489
Clock inverter                      2             0.00354
Inverter                            4             0.00425
Multi-Input combinational cell    192               0.367
Sequential cell                    66               0.471
Tap cell                           99              0.0351
Timing Repair Buffer               25              0.0702
[cells by family after synthesis]
group	Yosys count
flip-flops	66
XOR/XNOR	28
buffers and inverters	12
adder cells (fa/ha/maj)	7
multiplexers	23
AND-OR/OR-AND	37
AND/OR/NAND/NOR	97
[routing by layer]
metal | vias to the layer above | part of all wire | wire length (um) | global-route usage
met3 | 5 | 0.045 | 225 | 0.0496
li1 | 986 | - | - | -
met1 | 949 | 0.50 | 2490 | 0.222
met4 | 0 | 0.011 | 53 | 0.0159
met2 | 31 | 0.45 | 2230 | 0.226
met5 | - | 0 | 0 | 0
[power groups by stage]
stage	Clock [mW]	Combinational (mW)	Sequential, mW
4_1_cts	0.455	0.0554	0.593
5_1_grt	0.481	0.0624	0.594
6_report	0.438	0.0535	0.593
[final timing paths]
| check | startpoint | end | slack (ps) | cells past startpoint |
|---|---|---|---|---|
| hold / removal | SYNC.RG.DTR_0.Q | SYNC.RG.DTR_1.Q | 360 | 0 |
| max in group asynchronous | RST | RX_FSM.RXCT_R | 2810 | 3 |
| setup reg to reg | FREQ_DIV.CE_1KHz | RX_FSM.RX_DATA_CT[2] | 2540 | 4 |
| min in group asynchronous | RST | TX_FSM.TX_DATA_CT[0] | 950 | 2 |
| setup / recovery | TX_FSM.TX_RDY_R | TX_RDY_R | 2420 | 1 |
| hold reg to reg | SYNC.RG.DTR_0.Q | SYNC.RG.DTR_1.Q | 360 | 0 |
Power is estimated from default activity; no workload was simulated.
