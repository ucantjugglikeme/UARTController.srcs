==> design/flow/design.v <==
`timescale 1ns / 1ps
module VS_FSM(
    input CLK,
    input RST,
    input RX_DATA_EN,
    input [9:0] RX_DATA_R,
    output reg TX_RDY_T,
    output reg [7:0] TX_DATA_T,
    input TX_RDY_R,
    output [7:0]ASCII_DATA,
    input HEX_FLAG,
    input [3:0]DC_HEX_DATA,
    output reg [3:0]HEX_DATA,
    input [7:0]DC_ASCII_DATA,
    output reg [6:0]ADDR,
    input [7:0]DATA
    );
reg [3:0] STATE;
reg [83:0] RES_REG;
reg [4:0] RES_CT;
reg [27:0] DATA_REG;
reg [2:0] DATA_CT;
reg [6:0] END_ADDR;
reg RES_FLG;
wire [6:0] RES_A0;
wire [6:0] RES_A1;
reg [6:0] ERR_A0_MX;
reg [6:0] ERR_A1_MX;
assign ASCII_DATA[7:0] = RX_DATA_R[7:0];
assign RES_A0 = 6'd0;
assign RES_A1 = 6'd7;
always@(*)
    case (RES_CT)
        0: HEX_DATA = RES_REG[83:80];
        1: HEX_DATA = RES_REG[79:76];
        2: HEX_DATA = RES_REG[75:72];
        3: HEX_DATA = RES_REG[71:68];
        4: HEX_DATA = RES_REG[67:64];
        5: HEX_DATA = RES_REG[63:60];
        6: HEX_DATA = RES_REG[59:56];
        7: HEX_DATA = RES_REG[55:52];
        8: HEX_DATA = RES_REG[51:48];
        9: HEX_DATA = RES_REG[47:44];
        10: HEX_DATA = RES_REG[43:40];
        11: HEX_DATA = RES_REG[39:36];
        12: HEX_DATA = RES_REG[35:32];
        13: HEX_DATA = RES_REG[31:28];
        14: HEX_DATA = RES_REG[27:24];
        15: HEX_DATA = RES_REG[23:20];
        16: HEX_DATA = RES_REG[19:16];
        17: HEX_DATA = RES_REG[15:12];
        18: HEX_DATA = RES_REG[11:8];
        19: HEX_DATA = RES_REG[7:4];
        20: HEX_DATA = RES_REG[3:0];
        default: HEX_DATA = 0;
    endcase
always@(*)
    case(RX_DATA_R[9:8])
        2'b00: begin 
            ERR_A0_MX = 7'd8;
            ERR_A1_MX = 7'd25;
        end
        2'b01: begin    
            ERR_A0_MX = 7'd26;
            ERR_A1_MX = 7'd43;
        end
        2'b10: begin 
            ERR_A0_MX = 7'd44;
            ERR_A1_MX = 7'd66;
        end
        2'b11: begin 
            ERR_A0_MX = 7'd67;
            ERR_A1_MX = 7'd74;
        end
    endcase
localparam
    IDLE = 4'd0,
    RDT = 4'd1,
    RCR = 4'd2,
    RLF = 4'd3,
    TRES = 4'd4,
    TMEM = 4'd5,
    TDT = 4'd6,
    TCR = 4'd7,
    TLF = 4'd8;
always@ (posedge CLK, posedge RST)
    if (RST) begin
        TX_DATA_T <= 8'h00;
        TX_RDY_T <= 1'b0;
        DATA_CT <= {3{1'b0}};
        RES_CT <= {5{1'b0}};
        RES_REG <= {84{1'b1}};  
        DATA_REG <= {28{1'b0}};
        ADDR <= {7{1'b0}};
        END_ADDR <= {7{1'b0}};
        RES_FLG <= 1'b0;
        STATE <= IDLE;
    end
    else case(STATE)
        IDLE: begin
            if (RX_DATA_EN) begin
                if (RX_DATA_R[9] | RX_DATA_R[8] | ~HEX_FLAG) begin
                    ADDR <= ERR_A0_MX;
                    END_ADDR <= ERR_A1_MX;
                    STATE <= TRES;
                end
                else if (HEX_FLAG) begin
                    ADDR <= RES_A0;
                    END_ADDR <= RES_A1;
                    DATA_REG <= {DATA_REG[23:0], DC_HEX_DATA};
                    DATA_CT <= DATA_CT + 1'b1;
                    STATE <= RDT;
                end
            end
        end
        RDT: begin
            if (RX_DATA_EN) begin
                if (RX_DATA_R[9] | RX_DATA_R[8] | ~HEX_FLAG) begin
                    ADDR <= ERR_A0_MX;
                    END_ADDR <= ERR_A1_MX;
                    STATE <= TRES;
                end
                else if (HEX_FLAG) begin
                    DATA_REG <= {DATA_REG[23:0], DC_HEX_DATA};
                    DATA_CT <= DATA_CT +'b1;
                    if (DATA_CT == 6) begin  
                        DATA_CT <= {3{1'b0}};
                        STATE <= RCR;
                    end
                end
            end
        end
        RCR: begin
            if (RX_DATA_EN) begin
                if (RX_DATA_R[9] | RX_DATA_R[8] | RX_DATA_R[7:0] != 8'h0D) begin
                    ADDR <= ERR_A0_MX;
                    END_ADDR <= ERR_A1_MX;
                    STATE <= TRES;
                end
                else if (RX_DATA_R[7:0] == 8'h0D) STATE <= RLF;
            end
        end
        RLF: begin
            if (RX_DATA_EN) begin
                if (RX_DATA_R[9] | RX_DATA_R[8] | RX_DATA_R[7:0] != 8'h0A) begin
                    ADDR <= ERR_A0_MX;
                    END_ADDR <= ERR_A1_MX;
                    STATE <= TRES;
                end
                else if (RX_DATA_R[7:0] == 8'h0A) begin
                    RES_REG <= RES_REG - DATA_REG;
                    RES_FLG <= 1'b1;
                    STATE <= TRES;
                end
            end
        end
        TRES: begin
            TX_DATA_T <= DATA;
            TX_RDY_T <= 1'b1;
            ADDR <= ADDR + 1'b1;
            STATE <= TMEM;
        end
        TMEM: begin
            if (TX_RDY_R) begin
                if (ADDR == END_ADDR + 1) begin
                    if (RES_FLG) begin
                        RES_FLG <= 1'b0;
                        TX_DATA_T <= DC_ASCII_DATA;
                        RES_CT <= RES_CT + 1'b1;
                        STATE <= TDT;
                    end
                    else begin
                        TX_DATA_T <= 8'h0D;
                        STATE <= TCR;
                    end
                end
                else begin
                    TX_DATA_T <= DATA;
                    ADDR <= ADDR + 1'b1;
                end
            end
        end
        TDT: begin
            if (TX_RDY_R) begin
                if (RES_CT == 21) begin  
                    TX_DATA_T <= 8'h0D;
                    RES_CT <= {5{1'b0}};
                    STATE <= TCR;
                end
                else begin
                    TX_DATA_T <= DC_ASCII_DATA;
                    RES_CT <= RES_CT + 1'b1;
                end
            end
        end
        TCR: begin
            if (TX_RDY_R) begin
                TX_DATA_T <= 8'h0A;
                STATE <= TLF;
            end
        end
        TLF: begin
            if (TX_RDY_R) begin
                TX_RDY_T <= 1'b0;
                STATE <= IDLE;
            end
        end
        default: STATE <= IDLE;
    endcase
endmodule
==> design/flow/run.sh <==
#!/bin/bash
# OpenROAD 26Q1-2900-gdf79404cd8, Yosys 0.63+post, stock flow scripts
make -C /OpenROAD-flow-scripts/flow DESIGN_CONFIG=/design/flow/config.mk WORK_HOME=/design/flow/orfs finish
==> design/flow/config.mk <==
export PLATFORM = sky130hd
export DESIGN_NAME = VS_FSM
export DESIGN_NICKNAME = VS_FSM
export VERILOG_FILES = /design/flow/design.v
export SDC_FILE = /design/flow/constraint.sdc
export NUM_CORES = 4
export LEC_CHECK = 1
export CORE_UTILIZATION = 40
==> design/flow/constraint.sdc <==
current_design VS_FSM

set clk_period 7.8
set clk_io_pct 0.2

create_clock -name clk0 -period $clk_period [get_ports {CLK}]

set non_clock_inputs [all_inputs -no_clocks]
set_input_delay [expr $clk_period * $clk_io_pct] -clock clk0 $non_clock_inputs
set_output_delay [expr $clk_period * $clk_io_pct] -clock clk0 [all_outputs]
==> results_slide.txt <==
Synthesis and Place & Route Summary

Outcome
  • Outcome: finished clean

Final timing
  • Final-report max-slew violation count: 0
  • Hold Vio Cnt, Final: 0
  • Slew @ Worst Pin: just over 800 ps
  • Worst hold margin: 475.3 ps
  • Cycle use final: 61.00%
  • Unrepaired setup endpoints after global routing: false
  • Final setup violating endpoints: 0
  • Max transition margin: 45.82%
  • Final min period: 4758 ps
  • Final sum of negative setup slack: 0 ps
  • Post-route clock skew: 10.35 ps
  • Maximum achievable frequency: 210.2 MHz

Yosys
  • Register bit total from synthesis: between 150 and 200
  • Async set-or-reset flop fraction in the synthesized netlist: 100.0%
  • Main flop type after synthesis: sky130_fd_sc_hd__dfstp_2
  • Netlist Area Pre-Place: 10110 um2
  • Adder and majority gate portion of the synthesized area: ~4.8%
  • Yosys Instances: 1147
  • Area fraction in compound gates after synthesis: 20.78%
  • Proportion of synthesized chip area in sequential cells: 39.40%
  • Simple Share, Synth: 21.29%
  • Xor/xnor cell area share of the yosys netlist: 7.187%
  • Post-synth area from yosys stat: between 10000 and 15000 um2
  • Count of synthesis-stage warnings from yosys: 1
  • Synth unique cells: 86
  • Prevailing logic family in the synthesized netlist: simple AND/OR/NAND/NOR gates
  • Number of enable-type register cells in the synthesized netlist: 0
  • MUX area fraction: 1.509%
  • Synthesized instance count: 1147
  • Post-Syn Area per Cell: 8.818 um2

Floorplan
  • Core Box Area: 24530 um2
  • Ports: 63
  • Die Size: about 26000 um2
  • Row count: 57
  • Effective utilization at floorplan: between 40% and 50%
  • DIE WIDTH: 161.0 um
  • Height of the die: 161.0 um

CTS
  • CTS sink cnt: 155
  • Number of gates given a new drive strength after cts: 0
  • Clock transition at the registers of the reported paths: 60 ps
  • Clk Tree Root Cell: sky130_fd_sc_hd__clkbuf_16
  • Insertion delay of the later-clocked pin in the worst-skew pair: 420 ps
  • CTS Buf Count: 17
  • Clock tree from TritonCTS: built
  • Total setup buffers inserted after CTS: 0
  • Hold-fix buffers at CTS: 0
  • Max Buffers Root-to-Sink: 2
  • Htree depth: 4

Routing
  • Count of vias placed by the detailed router: 8737
  • ANT nets after route: 0
  • Total length of routed wires: 27140 um
  • Post-detailed-route via-to-cell ratio: 5.759
  • DRC violations left: 0
  • Drt first-iter violations: roughly 550
  • Drt wl/cell: ~18 um
  • Number of diodes: 0
  • TritonRoute pass-1 iters: 5

Pwr
  • Maximum vdd ir drop: 0.0001211 V
  • Cell Pwr Density: 232.4 nW/um2
  • Cell leakage power: 4.815 nW

Global routing
  • Largest net degree at the start of global routing: ~72
  • Total global routing track utilization: 22.21%
  • Global route overflow: 0
  • Number of antenna violations at the first check in global routing: 0
  • Number of global-route vias before repair: 8112
  • Global-route wire length before repair: 44300 um

Setup path
  • Capture point of the worst reg-to-reg path: RES_REG[68]$_DFFE_PP1P_
  • Highest fanout seen on the critical path: 13
  • Critical path endpoint category: primary output
  • Crit path kind: reg -> out
  • Type of element launching the critical path: flop
  • Cell depth of the worst flop-to-flop path: 10
  • Data required time at the worst endpoint: 6240 ps
  • Data arrival time of the critical path: 3200 ps
  • Register-to-Register Setup Slack: 3960 ps
  • Worst setup path startpoint: RES_CT[1]$_DFFE_PP0P_
  • Critical path destination: HEX_DATA[0]
  • Reg-to-reg startpoint: DATA_REG[0]$_DFFE_PP0P_

Place
  • Cell area after placement: 10980 um2
  • Final weighted congestion in routability-driven placement: just over 0.9
  • Post-DP HPWL: 19530 um
  • Number of port buffers: 62

Finish
  • Layout cells sized above 1: 13.91%
  • End-of-flow core utilization: 47.14%
  • Area growth from synthesis to layout: 14.35%
  • Final instance area: roughly 12000 um2

Min path
  • Tightest Hold Check Type: reg -> reg

Run
  • Total tool warning count: 29
  • MaxCap Viol Count: 0
[worst min-delay path by stage]
stage | to | slack (ps) | from | depth (start not counted)
final | DATA_REG[10]$_DFFE_PP0P_ | 480 | DATA_REG[6]$_DFFE_PP0P_ | 2
after global routing | DATA_REG[23]$_DFFE_PP0P_ | 510 | DATA_REG[19]$_DFFE_PP0P_ | 2
after CTS | TX_RDY_T$_DFFE_PP0P_ | 480 | flop | 1
[critical path: stages, from the launching register on]
cell and delay (ps):
sky130_fd_sc_hd__dfrtp_1 420, sky130_fd_sc_hd__inv_1 100, sky130_fd_sc_hd__ha_1 600, sky130_fd_sc_hd__a221oi_1 260, sky130_fd_sc_hd__mux4_2 520, sky130_fd_sc_hd__o2111ai_1 340
sky130_fd_sc_hd__clkdlybuf4s50_1 540
[layout make-up]
cell class                 count  area (um2)
clock buffer                  21       450.4
fill                        2355       12970
inverter                      58       222.7
timing repair buffer          78       740.7
sequential                   155        3985
multi-input combinational    870        5630
tap                          324       405.4
clock inverter                11       131.4
[sequential cells by signal, summed over array words and instances (netlist names), named ones only]
signal	count
STATE	8
ADDR	7
TX_DATA_T	8
DATA_CT	3
RES_CT	5
DATA_REG	28
END_ADDR	5
RES_REG	84
RES_FLG	1
TX_RDY_T	1
[kinds of logic (layout without fill, tap and decap cells)]
kind of cell | after synthesis | in the layout
compound gates | 321 | 321
xor+xnor | 83 | 83
fa+ha+maj | 38 | 38
buf+inv | 122 | 168
flops | 155 | 155
mux | 13 | 13
simple gates | 415 | 415
[cells in the mapped netlist (all sizes together) (14+ instances only)]
| library cell | instances | share of area (%) |
|---|---|---|
| dfrtp | 70 | 17 |
| nor4 | 17 | 1.3 |
| o21ai | 107 | 5.3 |
| nor2 | 70 | 2.6 |
| nand4 | 17 | 1.2 |
| nor3 | 34 | 1.8 |
| xor2 | 46 | 4.0 |
| nand2 | 139 | 5.2 |
| nand3 | 33 | 1.6 |
| ha | 37 | 4.6 |
| dfstp | 85 | 22 |
| xnor2 | 37 | 3.2 |
| a21o | 14 | 1.0 |
| a21oi | 71 | 3.5 |
| or3 | 18 | 1.1 |
| clkbuf | 49 | 1.8 |
| buf | 15 | 1.1 |
| nand2b | 15 | 0.93 |
| inv | 57 | 2.1 |
[stage by stage]
step           power (mW)  worst slack [ps]  cells
4_1_cts             2.714              3028   1517
3_5_place_dp        1.868              2931   1485
6_report            2.688              3042   1517
2_1_floorplan       1.592              2203   1147
3_3_place_gp        1.862              3004   1485
5_1_grt             2.863              2914   1517
[power by group]
group	leakage, nW	internal, mW	total (mW)	switching [mW]
Combinational	2.81	0.352	0.808	0.456
Clock	0.288	0.486	0.827	0.342
Sequential	1.72	0.935	1.05	0.117
Total	4.81	1.77	2.69	0.915
[layout by cell type, fill, tap and decap left out, types with 7 or more instances in the layout]
cell type                         synthesis  layout
sky130_fd_sc_hd__nand2_1                139     139
sky130_fd_sc_hd__o21ai_0                105     105
sky130_fd_sc_hd__dfstp_2                 85      85
sky130_fd_sc_hd__a21oi_1                 71      71
sky130_fd_sc_hd__dfrtp_1                 70      70
sky130_fd_sc_hd__nor2_1                  70      69
sky130_fd_sc_hd__clkdlybuf4s50_1          0      62
sky130_fd_sc_hd__inv_1                   57      56
sky130_fd_sc_hd__xor2_1                  46      46
sky130_fd_sc_hd__xnor2_1                 37      37
sky130_fd_sc_hd__ha_1                    37      37
sky130_fd_sc_hd__nand3_1                 33      33
sky130_fd_sc_hd__nor3_1                  32      32
sky130_fd_sc_hd__or3_1                   18      18
sky130_fd_sc_hd__clkbuf_16                0      17
sky130_fd_sc_hd__nand4_1                 16      16
sky130_fd_sc_hd__buf_4                    8      16
sky130_fd_sc_hd__nand2b_1                15      15
sky130_fd_sc_hd__nor4_1                  15      15
sky130_fd_sc_hd__a21o_1                  14      14
sky130_fd_sc_hd__a22oi_1                 13      13
sky130_fd_sc_hd__a31oi_1                 11      11
sky130_fd_sc_hd__and3_1                  10      10
sky130_fd_sc_hd__and2_1                  10      10
sky130_fd_sc_hd__o211ai_1                 9       9
sky130_fd_sc_hd__nor3b_1                  8       8
sky130_fd_sc_hd__mux2_2                   8       8
sky130_fd_sc_hd__nor2b_1                  8       8
sky130_fd_sc_hd__a222oi_1                 8       8
sky130_fd_sc_hd__o22ai_1                  7       7
sky130_fd_sc_hd__o2111ai_1                7       7
sky130_fd_sc_hd__o31ai_1                  8       7
sky130_fd_sc_hd__or4_1                    7       7
[metal layers]
layer	wire [um]	global-route usage (%)	share of wire, %	vias to the layer above
met1	13060	36.47	48	4221
met5	0	0	0	-
met4	440	3.859	1.6	0
li1	-	-	-	4216
met2	12080	31.96	45	264
met3	1556	4.087	5.7	36
Power and IR drop assume default switching activity.
